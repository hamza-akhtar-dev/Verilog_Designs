--- design/flow/config.mk ---
export PLATFORM = sky130hd
export DESIGN_NAME = rotate_led
export DESIGN_NICKNAME = rotate_led
export VERILOG_FILES = /design/flow/design.v
export SDC_FILE = /design/flow/constraint.sdc
export NUM_CORES = 4
export LEC_CHECK = 1
export CORE_UTILIZATION = 30
--- design/flow/constraint.sdc ---
current_design rotate_led

set clk_period 5.3
set clk_io_pct 0.2

create_clock -name clk0 -period $clk_period [get_ports {clk_FPGA}]

set non_clock_inputs [all_inputs -no_clocks]
set_input_delay [expr $clk_period * $clk_io_pct] -clock clk0 $non_clock_inputs
set_output_delay [expr $clk_period * $clk_io_pct] -clock clk0 [all_outputs]
--- design/flow/run.sh ---
#!/bin/bash
# OpenROAD 26Q1-2900-gdf79404cd8, Yosys 0.63+post, stock flow scripts
make -C /OpenROAD-flow-scripts/flow DESIGN_CONFIG=/design/flow/config.mk WORK_HOME=/design/flow/orfs finish
--- design/flow/design.v ---
module clock_divider(
input clk_in,
output reg clk_out
);
reg[27:0] counter=28'd0;
parameter DIVISOR = 28'd50000000;
always @(posedge clk_in)
begin
 counter <= counter + 28'd1;
 if(counter>=(DIVISOR-1))
  counter <= 28'd0;
 clk_out <= (counter<DIVISOR/2)?1'b1:1'b0;
end
endmodule
module counter1(                                              
input clk, reset, pause, fast,
output tick 
);
reg[3:0] count1 = 0, count2 = 0;
parameter DIVISOR1 = 2, DIVISOR2 = 4;
always @(posedge clk)
begin
if(!pause)
begin
	if(fast)
	begin
		count1 <= count1 + 1;                               
		if (count1 >= DIVISOR1 - 1) count1 <= 0;    
	end	
	if(!fast)
	begin
		count2 <= count2 + 1;                                
		if (count2 >= DIVISOR2 - 1) count2 <= 0;    
	end
end
end 
assign tick = (fast) ? ((count1 < DIVISOR1/2) ? 1'b0 : 1'b1) : ((count2 < DIVISOR2/2) ? 1'b0 : 1'b1);
endmodule
module counter2(
input wire clk, reset, tick, rt,
output reg [4:0] dout
);
initial
begin
dout = 5'b00001;
end
always @(posedge tick)
begin
if(rt)
	begin
		if((dout >> 1) == 5'b00000) dout <= 5'b10000;
		dout = dout >> 1;
	end
else 
	begin
		if ((dout << 1) == 5'b00000) dout <= 5'b00001;
		dout = dout << 1;
	end
end
endmodule
module rotate_led(
input wire clk_FPGA, reset, pause, rt, fast,
output wire [4:0] dout
);
clock_divider CDV (.clk_in(clk_FPGA), .clk_out(clk_div));
counter1 CNT1 (.clk(clk_div), .reset(reset), .pause(pause), .fast(fast), .tick(tick));
counter2 CNT2 (.clk(clk_div), .reset(reset), .tick(tick), .rt(rt), .dout(dout));
endmodule
==> report_table.html <==
<h2>Synthesis and place &amp; route</h2>
<table>
<tr><th>Metric</th><th>Value</th></tr>
<tr><th colspan="2">Clock tree</th></tr>
<tr><td>Post-CTS Hold Buffers</td><td>0</td></tr>
<tr><td>CTS max path bufs</td><td>2</td></tr>
<tr><td>Clock latency at the later pin of the worst-skew pair</td><td>0.28 ns</td></tr>
<tr><td>Setup Fix Bufs, Post-CTS</td><td>0</td></tr>
<tr><td>Root buffer cell</td><td>sky130_fd_sc_hd__clkbuf_8</td></tr>
<tr><td>TritonCTS clock tree</td><td>yes</td></tr>
<tr><td>Maximum level of the CTS H-tree</td><td>2</td></tr>
<tr><td>Number of buffers inserted during clock tree synthesis</td><td>5</td></tr>
<tr><td>Post-CTS resize count</td><td>0</td></tr>
<tr><td>Clock-pin slew on the worst setup and hold paths</td><td>0.06 ns</td></tr>
<tr><th colspan="2">Detailed routing</th></tr>
<tr><td>Drt pass-1 iters</td><td>4</td></tr>
<tr><td>Antenna cell count</td><td>0</td></tr>
<tr><td>Average detailed-routed wire length per instance</td><td>10.6 um</td></tr>
<tr><td>Total number of vias</td><td>1358</td></tr>
<tr><td>Detailed-route DRC error count</td><td>0</td></tr>
<tr><td>Antenna viol nets, final</td><td>0</td></tr>
<tr><td>Wirelength, routed</td><td>2990 um</td></tr>
<tr><td>Ratio of routed vias to standard cells</td><td>4.83</td></tr>
<tr><td>Drt initial violations</td><td>45</td></tr>
<tr><th colspan="2">Setup path</th></tr>
<tr><td>Crit Reg-Reg Startpoint</td><td>CDV.counter[0]$_SDFF_PP0_</td></tr>
<tr><td>Maximum fanout along the worst path</td><td>9</td></tr>
<tr><td>CP Launch Point</td><td>CDV.counter[0]$_SDFF_PP0_</td></tr>
<tr><td>CP Data Required Time</td><td>5.51 ns</td></tr>
<tr><td>Worst setup path category</td><td>reg2reg</td></tr>
<tr><td>Depth of the worst register-to-register path</td><td>5</td></tr>
<tr><td>Startpoint type of the worst setup path</td><td>register</td></tr>
<tr><td>Category of the worst setup path capture point</td><td>register</td></tr>
<tr><td>Data arrival, critical path</td><td>2.43 ns</td></tr>
<tr><th colspan="2">Timing</th></tr>
<tr><td>Max Transition Viols Final</td><td>0</td></tr>
<tr><td>WHS</td><td>0.476 ns</td></tr>
<tr><td>Final Hold Vio Count</td><td>0</td></tr>
<tr><td>Final worst-path cycle share</td><td>42.0%</td></tr>
<tr><td>Maximum clock rate</td><td>0.449 GHz</td></tr>
<tr><td>Number of register pins that no clock reaches</td><td>13</td></tr>
<tr><td>Min Tclk post-route</td><td>2.22 ns</td></tr>
<tr><td>Number of unconstrained endpoints</td><td>23</td></tr>
<tr><td>RSZ-0062 raised after global routing</td><td>false</td></tr>
<tr><td>Final setup violation count</td><td>0</td></tr>
<tr><td>TNS Setup</td><td>0 ns</td></tr>
<tr><td>Skew final</td><td>0.00725 ns</td></tr>
<tr><th colspan="2">Layout</th></tr>
<tr><td>Logic area</td><td>872 um^2</td></tr>
<tr><td>Sequential Area</td><td>921 um^2</td></tr>
<tr><td>Ratio of cells with drive above 1 in the final layout</td><td>6.31%</td></tr>
<tr><td>Filler Cells Inserted</td><td>600</td></tr>
<tr><td>Most frequent logic cells in the routed design</td><td>sky130_fd_sc_hd__dfxtp_1 (34), sky130_fd_sc_hd__nor2_1 (22), sky130_fd_sc_hd__nand2_1 (14), sky130_fd_sc_hd__a21oi_1 (13)</td></tr>
<tr><td>Syn-to-layout area delta</td><td>12.9%</td></tr>
<tr><td>Most common cell after layout, fill and taps aside</td><td>sky130_fd_sc_hd__dfxtp_1</td></tr>
<tr><th colspan="2">Synth</th></tr>
<tr><td>Count of instantiated cells in the yosys netlist</td><td>194</td></tr>
<tr><td>Warning count from the yosys run</td><td>5</td></tr>
<tr><td>Sequential share of the synthesized area</td><td>50.1%</td></tr>
<tr><td>Post-Synthesis Cell Area</td><td>0.00184 mm^2</td></tr>
<tr><td>Number of distinct library cells after synthesis</td><td>36</td></tr>
<tr><td>Syn Inst Count</td><td>194</td></tr>
<tr><td>Synthesized registers</td><td>42</td></tr>
<tr><td>YS chip area</td><td>0.00184 mm^2</td></tr>
<tr><td>Syn_area_per_cell</td><td>9.47 um^2</td></tr>
<tr><th colspan="2">Global route</th></tr>
<tr><td>Global-route wire length before repair</td><td>5090 um</td></tr>
<tr><td>Number of global-route vias before repair</td><td>1208</td></tr>
<tr><td>Pin count of the biggest net entering global routing</td><td>22</td></tr>
<tr><td>Total overflow reported by the global router</td><td>0</td></tr>
<tr><td>Initial antenna violation count</td><td>0</td></tr>
<tr><td>Overall routing resource usage</td><td>10.1%</td></tr>
<tr><th colspan="2">Placement</th></tr>
<tr><td>DP HPWL</td><td>2060 um</td></tr>
<tr><td>Routability-driven placement congestion ratio</td><td>0.787</td></tr>
<tr><td>Port Buf Inserts</td><td>8</td></tr>
<tr><th colspan="2">Power and ir drop</th></tr>
<tr><td>Peak supply drop</td><td>0.148 mV</td></tr>
<tr><td>Tot Pwr</td><td>0.406 mW</td></tr>
<tr><td>Leakage power</td><td>0.637 nW</td></tr>
<tr><td>Power density over the cells</td><td>196 mW/mm^2</td></tr>
<tr><th colspan="2">Floorplan</th></tr>
<tr><td>Vert. Die Dim</td><td>80.2 um</td></tr>
<tr><td>Core Region</td><td>0.00592 mm^2</td></tr>
<tr><td>Core Density at Floorplan</td><td>31.0%</td></tr>
<tr><td>Die extent in x</td><td>80.2 um</td></tr>
<tr><td>Die Size</td><td>0.00644 mm^2</td></tr>
<tr><td>Number of placement rows</td><td>28</td></tr>
<tr><td>Io pins</td><td>10</td></tr>
<tr><th colspan="2">Run</th></tr>
<tr><td>Count of tool warnings</td><td>28</td></tr>
<tr><td>Max cap viols</td><td>0</td></tr>
<tr><th colspan="2">Status</th></tr>
<tr><td>Result of the run</td><td>finished, final reports clean</td></tr>
<tr><th colspan="2">Worst hold path</th></tr>
<tr><td>WHS Path Cells</td><td>1</td></tr>
<tr><td>Hold Path Origin</td><td>CDV.counter[0]$_SDFF_PP0_</td></tr>
<tr><td>Hold Crit Class</td><td>reg2reg</td></tr>
</table>
## cell usage after synthesis
master,n,area share [%]
sky130_fd_sc_hd__buf_2,5,1.4
sky130_fd_sc_hd__and4_2,1,0.54
sky130_fd_sc_hd__nor4b_1,1,0.48
sky130_fd_sc_hd__nand3_2,1,0.54
sky130_fd_sc_hd__nand2_1,14,2.9
sky130_fd_sc_hd__dfxtp_1,34,37
sky130_fd_sc_hd__o311a_1,1,0.54
sky130_fd_sc_hd__a311o_1,1,0.54
sky130_fd_sc_hd__clkbuf_1,2,0.41
sky130_fd_sc_hd__mux2_2,3,1.8
sky130_fd_sc_hd__inv_1,7,1.4
sky130_fd_sc_hd__a31oi_1,1,0.34
sky130_fd_sc_hd__o21ai_0,6,1.6
sky130_fd_sc_hd__nor3_1,6,1.6
sky130_fd_sc_hd__o311ai_0,1,0.48
sky130_fd_sc_hd__or3_1,9,3.1
sky130_fd_sc_hd__nor4_1,6,2.0
sky130_fd_sc_hd__and2_1,4,1.4
sky130_fd_sc_hd__xor2_1,4,1.9
sky130_fd_sc_hd__nand4_2,1,0.68
sky130_fd_sc_hd__o41ai_1,1,0.48
sky130_fd_sc_hd__or4_1,6,2.5
sky130_fd_sc_hd__nand4_1,4,1.4
sky130_fd_sc_hd__a41o_1,1,0.54
sky130_fd_sc_hd__o31a_1,1,0.48
sky130_fd_sc_hd__xnor2_1,9,4.3
sky130_fd_sc_hd__a21oi_1,13,3.5
sky130_fd_sc_hd__conb_1,1,0.20
sky130_fd_sc_hd__ha_1,5,3.4
sky130_fd_sc_hd__o31ai_1,3,1.2
sky130_fd_sc_hd__nor2b_1,2,0.68
sky130_fd_sc_hd__nor2_1,22,4.5
sky130_fd_sc_hd__or3b_1,1,0.48
sky130_fd_sc_hd__edfxtp_1,8,13
sky130_fd_sc_hd__nand2b_1,1,0.34
sky130_fd_sc_hd__nand3_1,8,2.2
## power by group
group | switching [mW] | total [mW] | internal [mW] | leakage, nW
Sequential | 0.00265 | 0.230 | 0.228 | 0.351
Combinational | 0.00807 | 0.0136 | 0.00553 | 0.246
Clock | 0.0760 | 0.162 | 0.0859 | 0.0399
## final timing paths
kind,to,slack [ns]
setup / recovery,CDV.counter[22]$_SDFF_PP0_,3.08
hold reg to reg,CDV.counter[0]$_SDFF_PP0_,0.48
hold / removal,CDV.counter[0]$_SDFF_PP0_,0.48
setup reg to reg,CDV.counter[22]$_SDFF_PP0_,3.08
## per-stage QoR
stage,instance area (um^2),util (%),worst slack (ns),cells
6_report,2070,35.0,3.08,281
5_1_grt,2070,35.0,2.99,281
4_1_cts,2070,35.0,3.09,281
3_5_place_dp,2000,33.8,3.12,275
3_3_place_gp,2000,33.8,3.15,275
2_1_floorplan,1850,-,3.32,198
## sequential cells by signal (all words and copies together) (netlist names)
| signal | count |
|---|---|
| CDV.counter | 28 |
| CNT1.count1 | 4 |
| CDV.clk_out | 1 |
| CNT2.dout | 5 |
| CNT1.count2 | 4 |
## layer usage
layer,wire length [um],GRT usage [%]
met3,108,2.08
met4,63,1.79
met2,1200,15.7
met1,1610,14.9
met5,0,0
## worst max-delay path, cell delays in order, from the launching register on
cell	delay, ns
sky130_fd_sc_hd__dfxtp_1	0.38
sky130_fd_sc_hd__ha_1	0.26
sky130_fd_sc_hd__nand4_2	0.19
sky130_fd_sc_hd__or4_1	0.72
sky130_fd_sc_hd__or4_1	0.45
sky130_fd_sc_hd__a21oi_1	0.15
## kinds of logic (layout without fill, tap and decap cells)
group	count (synthesis)	in the layout	share of synthesized area, %
AND/OR/NAND/NOR	87	87	25.2
adder cells (fa/ha/maj)	5	5	3.41
flip-flops	42	42	50.1
AND-OR/OR-AND	29	29	9.81
XOR/XNOR	13	13	6.20
multiplexers	3	3	1.84
buffers and inverters	14	22	3.20
other	1	5	0.204
## final cells by class
cell class,count,share of cell area [%]
clock buffer,5,3.32
clock inverter,1,0.241
inverter,7,1.27
multi-input combinational,142,42.0
sequential,42,44.4
tap,75,4.52
timing repair buffer,9,4.22
Power is estimated from default activity; no workload was simulated.
