**flow/run.sh**
```bash
#!/bin/bash
# OpenROAD 26Q1-2900-gdf79404cd8, Yosys 0.63+post, stock flow scripts
make -C /OpenROAD-flow-scripts/flow DESIGN_CONFIG=/design/flow/config.mk WORK_HOME=/design/flow/orfs finish
```
**flow/config.mk**
```make
export PLATFORM = sky130hd
export DESIGN_NAME = uBinaryMultiplier
export DESIGN_NICKNAME = uBinaryMultiplier
export VERILOG_FILES = /design/flow/design.v
export SDC_FILE = /design/flow/constraint.sdc
export NUM_CORES = 4
export LEC_CHECK = 1
export CORE_AREA = 10 10 70 70
export DIE_AREA = 0 0 80 80
```
**flow/constraint.sdc**
```tcl
current_design uBinaryMultiplier

set clk_period 1.0
set clk_io_pct 0.2

create_clock -name clk0 -period $clk_period [get_ports {clk}]

set non_clock_inputs [all_inputs -no_clocks]
set_input_delay [expr $clk_period * $clk_io_pct] -clock clk0 $non_clock_inputs
set_output_delay [expr $clk_period * $clk_io_pct] -clock clk0 [all_outputs]
```
**flow/design.v**
```verilog
module uBinaryMultiplier(
input [2:0] inA, inB,
input clk, reset, start,
output [5:0] product,
output done
);
wire Zbit, Mbit, loadRegs, addRegs, shiftReg, decrement;
Controller Cntrl(clk, reset, start, Zbit, 
Mbit, loadRegs, addRegs, shiftReg, 
decrement, done);
Datapath Data(inA, inB, clk, loadRegs, addRegs, 
shiftReg, decrement, Zbit,
 Mbit, product);
endmodule
module Controller(
input clk, rst, comp, sort,
output reg done, swapAB, swapBC, swapCD, countON, 
output reg [1:0] select
);
reg [3:0] currentState, nextState;
parameter
WAITING  = 4'b0000,
SORTING1 = 4'b0001,
SORTING2 = 4'b0010,
SORTING3 = 4'b0011,
SORTING4 = 4'b0100,
SWAPAB   = 4'b0101,
SWAPBC   = 4'b0110,
SWAPCD   = 4'b0111,
SORTED 	 = 4'b1000;
always @(posedge clk or posedge rst)
begin
	if(rst)
		currentState <= WAITING;
	else 
		currentState <= nextState;
end	
always @(posedge sort)
begin
	countON <= 1;
end	
always @(*)
begin
    nextState <= WAITING;
	case(currentState)
		WAITING:                                 
		begin
			if(sort) nextState <= SORTING1;
		end
		SORTING1:                                
		begin
			if(comp)
				nextState <= SWAPAB;
			else 
				nextState <= SORTING2;
		end
		SORTING2:								 
		begin
			if(comp)
				nextState <= SWAPBC;
			else 
				nextState <= SORTING3;
		end
		SORTING3:   						     
		begin
			if(comp)
				nextState <= SWAPCD;
			else 
				nextState <= SORTING4;
		end
		SORTING4:								 
		begin
			if(comp)
				nextState <= SORTING1;
			else 
				nextState <= SORTED;
		end
		SORTED:									 
		begin
			nextState <= SORTED;
		end
		SWAPAB:									 
		begin
			nextState <= SORTING2;
		end
		SWAPBC:									 
		begin
			nextState <= SORTING3;		
		end
		SWAPCD:									 
		begin
			nextState <= SORTING1;
		end
	endcase
end
always @(*)
begin
	case(currentState)
		WAITING: done <= 0;
		SORTING1:begin select <= 2'b00; countON <= 0; end
		SORTING2:begin select <= 2'b01;  end
		SORTING3:begin select <= 2'b10;  end
		SORTING4:begin select <= 2'b11;  end
		SWAPAB:begin swapAB <= 1; swapBC <= 0; swapCD <= 0; end
		SWAPBC:begin swapAB <= 0; swapBC <= 1; swapCD <= 0; end
		SWAPCD:begin swapAB <= 0; swapBC <= 0; swapCD <= 1; end
		SORTED: done <= 1; 
	endcase
end
endmodule
module Datapath(
input [3:0] dataIn,
input [1:0] select, sel, 
input clk, swapAB, swapBC, swapCD, countON, 
output reg [3:0] Aout, Bout, Cout, Dout,
output reg comp
);
reg[3:0] regA, regB, regC, regD, X, Y;
reg[3:0] counter;
always @(sel)
begin
case(sel) 
	2'b00: regA <= dataIn;
	2'b01: regB <= dataIn;
	2'b10: regC <= dataIn;
	2'b11: regD <= dataIn;
	endcase
end
always @(X or Y)
begin
	if(X > Y)
		comp <= 1'b1;
	else 
		comp <= 0;
end 
always @(posedge clk)
begin
	if(countON)
		counter <= 4'd4;
	else if (select == 2'b11)
		counter <= counter - 4'd1;
end 
always @(swapAB)
begin
	if(swapAB)
	begin
		regA <= regB;
		regB <= regA;
	end
end
always @(swapBC)
begin
	if(swapBC)
	begin
		regB <= regC;
		regC <= regB;
	end
end
always @(swapCD)
begin
	if(swapCD)
	begin
		regC <= regD;
		regD <= regC;
	end
end
always @(select)
begin
	case(select) 
	2'b00: X <= regA;
	2'b01: X <= regB;
	2'b10: X <= regC;
	2'b11: X <= counter;
	endcase
end
always @(select)
begin
	case(select) 
	2'b00: Y <= regB;
	2'b01: Y <= regC;
	2'b10: Y <= regD;
	2'b11: Y <= 1;
	endcase
end
always @(regA or regB or regC or regD)
begin
	Aout <= regA;
	Bout <= regB;
	Cout <= regC;
	Dout <= regD;
end
endmodule
```
==> summary.txt <==
Results of an implementation run.

The main area contributors are sky130_fd_sc_hd__dfrtp_1, sky130_fd_sc_hd__buf_4, sky130_fd_sc_hd__and2_1. The final wirelength is slightly above 500 um. The script logs the mean routed wire length per placed instance as 6.50 um. The vias after detailed routing is 161.

STA reports a reg2reg setup slack of between 0.3 and 0.4 ns. After the first detailed-routing iteration, the DRC count stood at 18. In this run, placement finished with an instance count of 74. The synthesized area is 314 um^2. The maximum count of clock buffers along a single path is 2. The global routing report lists combined usage of all routing layers as 1.77%.

The data required time at the worst endpoint is ~1.1 ns. The quantity of gates resized following cts is 0. Per the repair_timing log after CTS, setup buffers inserted total 0. TritonCTS built the clock tree. The routed design could run at a clock period as short as 0.868 ns. The root buffer cell chosen for the clock tree is sky130_fd_sc_hd__clkbuf_4.

In the routed netlist, the antenna diode instances number 0. The power report puts the leakage power at approximately 0.21 nW. The startpoint of the most critical register-to-register path is Cntrl.currentState[2]. STA classifies the critical path endpoint as a flop. For the worst reg-to-reg path, the endpoint reported by OpenROAD is Cntrl.currentState[5].

The residual antenna-violating net count after detailed routing is 0. The OpenROAD warning count is 31. The portion of synthesized cell area occupied by the leading cell type is 55.8%. Per the GRT congestion report, total overflow comes to 0. The initial antenna violation count is 0. The number of buffers added by the clock tree synthesis step is 3. The core utilization of the finished layout is roughly an eighth. The final setup skew is 0.00160 ns. The number of top-level design ports is 16.

The tally of yosys warning messages is between 50 and 60. Setup repair after global routing left no endpoint under its margin. The post-synthesis area per instance is 12.1 um^2.

From synthesis to final layout, the design area changed by 27.9%. The total power density per cell area is 1370 nW/um^2. The wire length of the first global-routing pass is about 850 um. The count of unclocked register or latch pins is 1. The finished layout holds around 78 standard cells, fillers aside. 2 endpoints have no timing constraint.

The report lists the number of standard-cell rows as 21. Per the power-grid run, VDD falls by no more than between 0.3 and 0.4 mV. The placement summary gives the final routability congestion estimate as between 0.6 and 0.7. Per the final report, max-transition violations number 0.

The die boundary height is roughly 80 um. The worst setup path is launched from a primary input. The end-of-flow timing check tallies setup violations at 0.

STA reports the tightest min-delay check as being of type primary input to async pin. Per the synthesis report, the dominant area consumer among library cells is sky130_fd_sc_hd__dfrtp_1. The count of cells along the worst register-to-register path is 1.

The count of maximum capacitance violations is 0. Data on the critical path arrives at its endpoint at roughly 1.0 ns. The post-route netlist has 21.9% of its cells at a drive strength greater than 1. Yosys reported a register bit count of 8. The worst path uses between 80% and 90% of the clock period.

The post-cts hold buffer count is 0. The latest clock arrival within the worst-skew pair is around 0.24 ns. In the routed layout, each cell is associated on average with a via count of ~2.1. CTS built an H-tree with a depth of 1.

The number of cells in Yosys stat is 26. In the log, the iteration count for the first detailed-route pass is 2. The effective utilization at floorplan is 9.19%. For reference, the critical path is captured by Cntrl.currentState[3]. The total of buffers placed on input and output ports is 3.

Per the final timing report, the hold violations number 0. According to the timing report, the critical path is launched from start. The area of the synthesized netlist per yosys stat is 314 um^2.

The routed layout reports a DRC error count of 0. The HPWL after detailed placement is around 400 um. The area of the core is roughly 3400 um^2. The largest net degree at the start of global routing is 8.

The via count of the first global-routing pass came to between 150 and 200. Yosys mapped the design onto 12 distinct sky130hd cell types. The critical path maximum fanout is 6.

The floorplan step defined a die boundary enclosing 6400 um^2. The fmax is 1150 MHz. The horizontal die dimension reported for this design is 80 um.

The run finished with clean final reports. The kind of critical path is primary input to flop.

After technology mapping, the gate count stands at 26. The CTS clock-pin slew for the worst setup and hold paths is ~0.05 ns.
-- registers in the layout, summed over array words and instances (netlist names) --
register,cells
Cntrl.select,1
Cntrl.currentState,7
-- metal layers --
metal	GRT usage, %	share of wire, %
met3	2.05	15
met1	2.23	48
met5	0	0
met4	0	0
met2	2.01	36
-- synthesized netlist by cell type, drive strengths merged --
cell type / n
buf: 6
and2: 3
inv: 2
dlxtn: 1
nor2b: 1
dfrtp: 7
nor3: 1
or2: 1
a21o: 3
conb: 1
-- per-stage QoR --
step	setup slack, ns	power [W]	hold WS (ns)	instance area [um^2]	TNS, ns
finish	0.132	0.000549	0.185	402	0
global route	0.0986	0.000584	0.209	402	0
CTS	0.137	0.000557	0.184	402	0
detailed placement	-0.119	0.000308	0.415	375	-0.309
global placement	-0.108	0.000308	0.409	375	-0.268
floorplan	0.335	0.000311	0.00340	333	0
-- cell families (layout without fill, tap and decap cells) --
| logic type | count (synthesis) | count (layout) | share of synthesized area (%) |
|---|---|---|---|
| AND-OR/OR-AND | 3 | 3 | 7.57 |
| buffers and inverters | 8 | 9 | 16.7 |
| flip-flops | 7 | 7 | 55.8 |
| latches | 1 | 1 | 4.78 |
| other | 1 | 6 | 1.19 |
| AND/OR/NAND/NOR | 6 | 6 | 13.9 |
-- critical path: stages --
cell	delay, ns
sky130_fd_sc_hd__clkdlybuf4s50_1	0.57
sky130_fd_sc_hd__inv_2	0.06
sky130_fd_sc_hd__a21o_1	0.17
-- report_power, final --
group / leakage [nW] / switching, W / internal [W]
Clock: 0.0150 / 0.0000944 / 0.000152
Combinational: 0.0893 / 0.0000110 / 0.00000768
Sequential: 0.105 / 0 / 0.000284
Total: 0.210 / 0.000105 / 0.000443
-- how the worst min path moves through the flow --
stage	slack [ns]	endpoint	cells after the start
after CTS	0.18	Cntrl.currentState[5]	2
after global routing	0.21	Cntrl.currentState[7]	2
final	0.18	Cntrl.currentState[5]	2
-- layout by cell type (no fill, tap or decap) --
| cell type | netlist | layout |
|---|---|---|
| sky130_fd_sc_hd__and2_1 | 3 | 3 |
| sky130_fd_sc_hd__a21o_2 | 1 | 1 |
| sky130_fd_sc_hd__nor3_2 | 1 | 1 |
| sky130_fd_sc_hd__clkdlybuf4s50_1 | 0 | 3 |
| sky130_fd_sc_hd__dlxtn_1 | 1 | 1 |
| sky130_fd_sc_hd__nor2b_1 | 1 | 1 |
| sky130_fd_sc_hd__dfrtp_1 | 7 | 7 |
| sky130_fd_sc_hd__clkbuf_4 | 0 | 3 |
| sky130_fd_sc_hd__or2_4 | 1 | 1 |
| sky130_fd_sc_hd__inv_1 | 1 | 1 |
| sky130_fd_sc_hd__inv_2 | 1 | 1 |
| sky130_fd_sc_hd__conb_1 | 1 | 6 |
| sky130_fd_sc_hd__clkbuf_1 | 0 | 1 |
| sky130_fd_sc_hd__a21o_1 | 2 | 2 |
-- cell type report --
cell class | instances | area (um^2)
fillers | 395 | 3010
flip-flops and latches | 8 | 190
multi-input cells | 15 | 90.1
well taps | 46 | 57.6
repair buffers | 3 | 30.0
clock buffers | 4 | 26.3
inverters | 2 | 7.51
Power is estimated from default activity; no workload was simulated.
